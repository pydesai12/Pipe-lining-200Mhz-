`design.v`:
```
`timescale 1ns/10ps
module calc(clk,rst,A,B,C,pushA,stopA,pushB,stopB,pushC,stopC,Z,pushZ);
  input [31:0] A,B,C;
  input pushA,pushB,pushC;
  output stopA,stopB,stopC;
  output [31:0] Z;
  output pushZ;
  input clk,rst;
  reg [2:0] seen,seen_d,newin;
  reg all_in,all_in_d,all_in1,all_in2,all_in3,all_in4,all_in5,all_in6,all_in7;
  integer captA,captA_d,captB,captB_d,captC,captC_d;
  integer res,res_d;
  reg _stopA,_stopB,_stopC;
  reg pushOut;
  reg[31:0] s01,s02,s03,s11,s12,s13,s14,s15,s16,s17,s21,s22,s23,s24,s25,s26,s27,s30,s31,s32,s33,s34,s41,s42,s43,s51,s52,s61,res_temp;
  reg[31:0] f01,f02,f03,f11,f12,f13,f14,f15,f16,f17,f21,f22,f23,f24,f25,f26,f27,f30,f31,f32,f33,f34,f41,f42,f43,f51,f52;
  assign stopA=_stopA;
  assign stopB=_stopB;
  assign stopC=_stopC;
  assign pushZ=pushOut;
  assign Z = res;
  always @(posedge(clk) or posedge(rst)) begin
     if(rst) begin
       seen <=0;
       captA <=0;
       captB <=0;
       captC <=0;
       all_in <= 0;
       pushOut <= 0;
       res <= 0;
       f01 <=0;
       f02 <= 0;
       f03 <=0;
       f11 <=0;
       f12<= 0;
       f13 <= 0;
       f14<=0;
       f15<=0;
       f16<=0;
       f17<=0;
       f21<=0;
       f22<=0;
       f23<=0;
       f24<=0;
       f25<=0;
       f26<=0;
       f27<=0;
       f30<=0;
       f31<=0;
       f32<=0;
       f33<=0;
       f34<=0;
       f41<=0;
       f42<=0;
       f43<=0;
       f51<=0;
       f52<=0;
       res_d <= 0;
       all_in1 <=0;
       all_in2 <=0;
       all_in3 <=0;
       all_in4 <=0;
       all_in5 <=0;
       all_in6 <=0;
       all_in7 <=0;
     end else begin
       seen<= #1 seen_d;
       captA <= #1 captA_d;
       captB <= #1 captB_d;
       captC <= #1 captC_d;
       f01 <= s01;  
       f02 <= s02;  
       f03 <= s03;  
       f11 <= s11;   
       f12 <= s12; 
       f13 <= s13;  
       f14<= s14;  
       f15<= s15;  
       f16 <= s16;  
       f17 <= s17;  
       f21 <= s21;  
       f22 <= s22;  
       f23 <= s23;  
       f24 <= s24;  
       f25 <= s25;  
       f26 <= s26;  
       f27 <= s27; 
       f30 <= s30; 
       f31 <= s31;  
       f32 <= s32; 
       f33 <= s33; 
       f34 <= s34; 
       f41 <= s41;  
       f42 <=s42;   
       f43 <= s43;  
       f51 <= s51;  
       f52 <= s52;  
       res_d <= res_temp; 
       all_in <= #1 all_in_d;
       all_in1 <= #1 all_in;
       all_in2 <= #1 all_in1;
       all_in3 <= #1 all_in2;
       all_in4 <= #1 all_in3;
       all_in5 <= #1 all_in4;
       all_in6 <= #1 all_in5;
       all_in7 <= #1 all_in6;
       pushOut <= #1 all_in7;
       res <= #1 res_d;
     end
  end
  always @(*) begin
    captA_d = captA;
    captB_d = captB;
    captC_d = captC;
    all_in_d=0;
    newin = {pushA,pushB,pushC} & ~seen;
    seen_d = newin | seen;
    if(newin[2]) captA_d = A;
    if(newin[1]) captB_d = B;
    if(newin[0]) captC_d = C;
    if( (newin | seen)==3'b111) begin
      seen_d=0;
      all_in_d=1;
    end
    _stopA=seen[2];
    _stopB=seen[1];
    _stopC=seen[0];
  end
  always @(*) begin
      s01=captA;      
      s02=captB;      
      s03=captC;       
      s11=f01;   
      s12=f01*f01;   
      s13=f02;    
      s14=f02*f02;    
      s15=f03*f03;  
      s16=f01*f03;  
      s17=f02*f03;    
      s21=f11; 	       
      s22=f11*f13;    
      s23=f12*f11;  
      s24=f12*f17;  
      s25=f15;  
      s26=f13*f14;  
      s27=f16+f17;  
      s30=f21; 
      s31=f23*f21;  
      s32=f26+f27;  
      s33=f24+f22;  
      s34=f25;  
      s41=f31*f30;   
      s42=f32;  
      s43=f33+f34; 
      s51= f41+f42;  
      s52 = f43;  
      s61 = (f51+f52);   
      res_temp = s61;
  end
endmodule
```
`run.sh`:
```
#!/bin/bash
# OpenROAD 26Q1-2900-gdf79404cd8, Yosys 0.63+post, stock flow scripts
make -C /OpenROAD-flow-scripts/flow DESIGN_CONFIG=/design/flow/config.mk WORK_HOME=/design/flow/orfs finish
```
`config.mk`:
```
export PLATFORM = sky130hd
export DESIGN_NAME = calc
export DESIGN_NICKNAME = calc
export VERILOG_FILES = /design/flow/design.v
export SDC_FILE = /design/flow/constraint.sdc
export NUM_CORES = 4
export LEC_CHECK = 1
export CORE_UTILIZATION = 30
```
`constraint.sdc`:
```
current_design calc

set clk_period 22.5
set clk_io_pct 0.2

create_clock -name clk0 -period $clk_period [get_ports {clk}]

set non_clock_inputs [all_inputs -no_clocks]
set_input_delay [expr $clk_period * $clk_io_pct] -clock clk0 $non_clock_inputs
set_output_delay [expr $clk_period * $clk_io_pct] -clock clk0 [all_outputs]
```
==> ci_impl_report.md <==
### Metrics collected by this job

| Metric | Value |
|---|---|
| Critical path class | `primary input to asynchronous set/reset pin` |
| Number of max-cap violations | `0` |
| All-layer global routing usage | `17.92%` |
| Clk_skew | `about 0.11 ns` |
| Ranking of synthesized cells by area | `sky130_fd_sc_hd__fa_1 (43%), sky130_fd_sc_hd__dfrtp_1 (13%), sky130_fd_sc_hd__ha_1 (10%)` |
| Number of warnings in the stage logs | `67` |
| Proportion of layout cells with a drive suffix above 1 | `about 4.0%` |
| Worst EP required | `23.34 ns` |
| Clock Root Buffer | `sky130_fd_sc_hd__clkbuf_16` |
| Most used flip-flop cell | `sky130_fd_sc_hd__dfrtp_1` |
| Yosys Instances | `20,420` |
| Largest logic family | `adder cells` |
| Number of buffer cells added on primary ports | `roughly 140` |
| Drt drc | `0` |
| Worst hold path cell count | `0` |
| Overflow after GRT | `0` |
| CORE AREA | `660,000 sq um` |
| Area after DPL | `211,000 sq um` |
| RSZ-0062 raised after global routing | `false` |
| Slew headroom | `about two fifths` |
| Hold buffers post-CTS | `0` |
| EDFF count, synth | `0` |
| Effective utilization at floorplan | `30.19%` |
| Sequential cell area | `25,790 sq um` |
| Top cells excl fill/tap | `sky130_fd_sc_hd__inv_1 (4,452), sky130_fd_sc_hd__fa_1 (4,308), sky130_fd_sc_hd__and2_1 (2,572)` |
| H-tree levels | `3` |
| Sequential cell area fraction in the yosys report | `12.90%` |
| ANT nets after route | `0` |
| Die height | `816.9 um` |
| Global-route wire length before repair | `around 870,000 um` |
| Area of the multi-input gates | `about 150,000 sq um` |
| Critical Path Source Type | `primary input` |
| Clock-pin slew on the worst setup and hold paths | `around 0.07 ns` |
| Die X | `816.9 um` |
| Adder-Cell Fraction of Synth Area | `53.28%` |
| Path type of the worst min-delay path | `register to register` |
| Via Count | `between 100k and 150k` |
| Vias in the first global route | `147,200` |
| Cell type with the largest total area after synthesis | `sky130_fd_sc_hd__fa_1` |
| Number of cells in the finished layout apart from fillers | `28,960` |
| Worst reg2reg startpoint | `f02[6]` |
| CTS tree | `built` |
| Maximum number of pins on one net before global-route repair | `105` |
| Number of gates given a new drive strength after cts | `0` |
| Worst r2r path cells | `21` |
| Parity-gate share of the synthesized area counting xor and xnor cells | `approximately 4.4%` |
| Placed cell count | `28,730` |
| Number of fill cells | `66,510` |
| Average footprint of a synthesized cell | `9.758 sq um` |
| Area share of the largest cell type after synthesis | `43.29%` |
| Wire per inst | `18.94 um` |
| Clock buffer count from CTS | `about 120` |
| Yosys aoi share | `under 10%` |
| Total Wirelength | `548,600 um` |
| CTS Buffer Depth | `4` |
| Share of synthesized area spent on multiplexers | `0.5828%` |
| Minimum period implied by the final worst setup slack | `8.684 ns` |
| Synth Cell Area | `approximately 200,000 sq um` |
| Worst hold margin | `~0.25 ns` |
| Most frequent standard cell in the layout excluding fill and tap cells | `sky130_fd_sc_hd__inv_1` |
| Element type at the critical path end | `asynchronous set/reset pin` |
| Max Slew Vio Count | `0` |
| Simple-Gate Fraction of Synth Area | `14.55%` |
| Transition time at the pin with the least slew margin | `roughly 0.92 ns` |
| Chip Area | `667,400 sq um` |
| Final-layout setup total negative slack | `0 ns` |
| Initial DRC Count | `5,779` |
| Largest fanout on the critical path | `57` |
| Hold violation count in the final report | `0` |
| Final Wtd Congestion | `between 0.9 and 1` |
| Initial antenna violation count | `40` |
| Number of placed I/O pins | `137` |
| First-pass iteration count of the detailed router | `5` |
| Number of setup buffers added after CTS | `0` |
| Run status | `finished, final reports clean` |
| DP Wirelength | `422,100 um` |
| Number of endpoints failing setup at the final stage | `0` |
| Sink Count | `1,027` |
| Floorplan row count | `roughly 300` |
| Chip area estimate from yosys synthesis | `199,200 sq um` |
| Latest clock arrival within the worst-skew pair | `0.91 ns` |
| Number of cells produced by synthesis | `20,420` |
| Share of the clock period used by the worst path after layout | `38.59%` |
| Worst hold start | `f25[17]` |
| Arrival time reported for the critical path endpoint | `between 9 and 10 ns` |
| Crit. Startpoint | `rst` |
| Proportion of register bits with asynchronous set or reset after synthesis | `100.0%` |
| Distinct cell type count after synthesis | `~110` |
| Synth Register Bits | `1,027` |
| Yosys synthesis warning count | `1` |
| Number of vias per cell | `~4.6` |
| Fmax | `115.2 MHz` |
| Area Overhead vs Synth | `8.037%` |
| Design area | `215,200 sq um` |
## per-layer routing
layer | share of wire [%] | global-route usage, %
met1 | 39 | 23.35
met5 | 0.064 | 0.05698
met4 | 3.6 | 4.878
met2 | 45 | 27.14
met3 | 12 | 8.919
## metrics by stage
| stage | worst slack [ns] | utilization (%) |
|---|---|---|
| 6_report | 13.82 | 32.61 |
| 5_1_grt | 12.91 | 32.61 |
| 4_1_cts | 13.52 | 32.61 |
| 3_5_place_dp | 12.63 | 31.97 |
| 3_3_place_gp | 12.69 | 31.97 |
| 2_1_floorplan | 3.844 | - |
## worst max-delay path, stage by stage
cell	delay, ns
sky130_fd_sc_hd__clkdlybuf4s50_1	0.61
sky130_fd_sc_hd__clkinvlp_4	0.58
sky130_fd_sc_hd__buf_4	0.56
sky130_fd_sc_hd__buf_4	0.60
sky130_fd_sc_hd__buf_4	0.69
sky130_fd_sc_hd__buf_4	0.59
sky130_fd_sc_hd__buf_4	0.61
sky130_fd_sc_hd__buf_4	0.63
## cells by family (layout without fill, tap and decap cells)
| kind of cell | count (synthesis) | after routing |
|---|---|---|
| adder cells (fa/ha/maj) | 5899 | 5899 |
| AND/OR/NAND/NOR | 5738 | 5738 |
| buffers and inverters | 5392 | 5184 |
| AND-OR/OR-AND | 1252 | 1252 |
| flip-flops | 1027 | 1027 |
| XOR/XNOR | 1002 | 1002 |
| multiplexers | 104 | 104 |
| other | 2 | 54 |
## synth_stat cells (all sizes together) (9+ instances only)
library cell	number
inv	4455
or3	21
dfrtp	1027
nand4	18
clkbuf	906
mux2	96
a221oi	10
o211ai	31
and3	53
and2	2574
a31o	15
xor2	225
clkinv	9
nor3	74
a211o	16
nand2	2376
o21bai	63
o21ai	205
o31ai	14
o31a	13
a41oi	11
o311ai	9
xnor2	777
or2	19
o41ai	10
buf	22
nand3	79
a21o	195
nor2b	60
a21boi	22
nand2b	57
o21a	88
nor4	17
a211oi	53
nor2	352
ha	1591
o22ai	9
fa	4308
a21oi	394
a31oi	39
## final timing paths
kind,endpoint,slack [ns]
setup / recovery,f02[6],13.82
hold / removal,f34[17],0.25
setup reg to reg,f14[29],13.87
hold reg to reg,f34[17],0.25
max in group clk0,f14[29],13.87
min in group asynchronous,f41[29],4.32
## cell type report
class,count,area share (%)
Antenna cell,18,0.02093
Clock buffer,157,1.538
Clock inverter,58,0.4028
Inverter,4464,7.787
Multi-Input combinational cell,14030,71.28
Sequential cell,1027,11.98
Tap cell,8700,5.057
Timing Repair Buffer,505,1.925
